### design/flow/run.sh
#!/bin/bash
# OpenROAD 26Q1-2900-gdf79404cd8, Yosys 0.63+post, stock flow scripts
make -C /OpenROAD-flow-scripts/flow DESIGN_CONFIG=/design/flow/config.mk WORK_HOME=/design/flow/orfs finish
### design/flow/design.v
`timescale 1ns/1ns
module amplitudeSelector(input clk, input[7:0] res_in, input[1:0] sel, output reg[7:0] res_out);
always @(posedge clk) begin
    case (sel)
      2'b00: begin
                res_out = res_in;
             end
      2'b01: begin
                res_out = res_in>>>1;
             end
      2'b10: begin
                res_out = res_in>>>2;
             end
      2'b11: begin
                res_out = res_in>>>3;
             end
    endcase
end
endmodule
### design/flow/config.mk
export PLATFORM = sky130hd
export DESIGN_NAME = amplitudeSelector
export DESIGN_NICKNAME = amplitudeSelector
export VERILOG_FILES = /design/flow/design.v
export SDC_FILE = /design/flow/constraint.sdc
export NUM_CORES = 4
export LEC_CHECK = 1
export CORE_AREA = 10 10 70 70
export DIE_AREA = 0 0 80 80
### design/flow/constraint.sdc
current_design amplitudeSelector

set clk_period 1.5
set clk_io_pct 0.2

create_clock -name clk0 -period $clk_period [get_ports {clk}]

set non_clock_inputs [all_inputs -no_clocks]
set_input_delay [expr $clk_period * $clk_io_pct] -clock clk0 $non_clock_inputs
set_output_delay [expr $clk_period * $clk_io_pct] -clock clk0 [all_outputs]
==> reports/qor.csv <==
metric;value;unit
CP top delay family;buffers and inverters;
post-DR vias/cell;2.67;
max incr delay on CP;0.46;ns
crit path DRT;1.20;ns
vias in the first global route;273;
share of cells above drive strength 1;15.6;%
Design Area, Final;584;µm²
Placement Cell Area;562;µm²
chip area;6400;µm²
cells along the critical path;clkdlybuf4s50_1;
FMAX;0.766;GHz
Setup Fix Bufs, Post-CTS;0;
area reported by Yosys stat;325;µm²
Critical Path AT;1.01;ns
std cell rows;21;
syn avg cell area;13.6;µm²
clock buffer count from CTS;3;
yosys stat cell total;24;
EDFF count, synth;0;
power per cell area;840;nW/µm²
Max FO, Critical Path;1;
mapped cell area;325;µm²
drt wl/cell;8.98;µm
global-route wire length before repair;1170;µm
Tool Warnings;25;
top cells, area;dfxtp_1, mux2i_1, mux4_2;
wirelength, routed;817;µm
Setup crit end kind;output port;
Initial Utilization;9.52;%
synth cell count leaders;dfxtp_1, mux2i_1, mux4_2;
Post-synth seq share;49.2;%
Cells after DPL;88;
PortBufs;18;
Top FF cell, synth;dfxtp_1;
Hold/Removal Path Class;primary input to flip-flop;
initial antenna violation count;0;
Hold Vio Cnt, Final;0;
Final GP Congestion;0.671;
period utilization;87.0;%
Worst Setup SP;res_out[1];
max-cap violation count;0;
min Tclk post-route;1.31;ns
die width;80;µm
root buf cell;clkbuf_4;
htree depth;1;
final setup violation count;0;
Async SR Flop Fraction;0;%
core region area;3420;µm²
largest net degree at the start of global routing;8;
worst min-delay path startpoint;res_in[7];
Layout Cells excl Fill;91;
max FFs per register;8;
Final ANT Viol Nets;0;
Synth area leader;dfxtp_1;
status;complete, no violations;
Worst path slowest cell;clkdlybuf4s50_1;
CTS tree;yes;
Leak;0.226;nW
# diodes;0;
clock buffer depth;2;
post-CTS sizing;0;
total number of vias;243;
final global-route overflow total;0;
Slew Viols, Final;0;
Post-Syn Instances;24;
P&R area growth vs syn;79.6;%
CTS clk-pin slew, worst paths;0.05;ns
WS Path Type;flip-flop to output port;
num ports;19;
drt initial violations;10;
CTS Sinks;8;
#FFs+latches synth;8;
die span in y;80;µm
Synth top area share;49.2;%
# hold bufs at CTS;0;
crit path launch type;flip-flop;
Slew HR;77.5;%
Least-Margin Pin Slew;0.337;ns
Total GRT Usage;2.35;%
maximum VDD drop;0.164;mV
unrepaired setup endpoints after global routing;false;
Netlist cell types;9;
yosys warns;1;
DRC;0;
CP bufs+invs;1;
first drt pass iteration count;4;
layout make-up:
| class | count | area [µm²] |
|---|---|---|
| Clock buffer | 3 | 22.5 |
| Tap cell | 46 | 57.6 |
| Timing Repair Buffer | 20 | 195 |
| Multi-Input combinational cell | 14 | 149 |
| Sequential cell | 8 | 160 |
| Fill cell | 398 | 2830 |
power breakdown:
group | total, W | leakage [nW] | internal, W | switching (W)
Combinational | 0.000105 | 0.145 | 0.0000772 | 0.0000276
Sequential | 0.000237 | 0.0671 | 0.000233 | 0.00000390
Clock | 0.000149 | 0.0138 | 0.0000906 | 0.0000588
Total | 0.000491 | 0.226 | 0.000400 | 0.0000903
placed cells by master, fill, tap and decap left out:
cell type,synthesis,routed
dfxtp_1,8,8
buf_4,0,2
nand3b_1,1,1
mux2i_1,8,8
o21ai_0,1,1
mux4_2,2,2
nor3b_1,1,1
nor2_1,1,1
clkdlybuf4s50_1,0,18
clkbuf_4,0,3
through the flow:
step	setup WS [ns]	TNS, ns	hold WS [ns]	total power (W)	util [%]
2_1_floorplan	0.471	0	0.439	0.000274	-
3_3_place_gp	0.0158	0	0.940	0.000346	16.4
3_5_place_dp	-0.00648	-0.00648	0.937	0.000348	16.4
4_1_cts	0.173	0	0.683	0.000502	17.1
5_1_grt	0.138	0	0.688	0.000525	17.1
6_report	0.195	0	0.689	0.000491	17.1
path summary, 6_finish.rpt:
kind              slack, ns    endpoint  depth (start not counted)
hold / removal         0.69  res_out[7]                          2
setup / recovery       0.19  res_out[1]                          1
layer usage:
layer | part of all wire [%] | global-route usage, % | vias up | routed length [µm]
met3 | 14 | 1.36 | 2 | 117
met5 | 0 | 0 | - | 0
met1 | 25 | 1.41 | 102 | 205
met4 | 0.73 | 0.704 | 0 | 6
met2 | 60 | 5.14 | 9 | 487
li1 | - | - | 130 | -
cells by family after synthesis:
family	after synthesis	share of synthesized area, %
buf+inv	2	5.00
mux	10	38.5
simple gates	3	5.77
compound gates	1	1.54
flops	8	49.2
Power and IR drop assume default switching activity.
