==> /design/flow/design.v <==
`timescale 1ns/1ns
module functionGenerator(input clk, rst, input [2:0] status, output reg[7:0] res);
reg signed [15:0] sin=16'b0000000000000000,cos=16'd30000;
reg signed [15:0] last_sin, last_cos;
reg [7:0] counter;
reg [2:0] last_status = 3'b0;
always @(posedge clk, posedge rst) begin
    if(rst == 1)begin
        sin =16'b0000000000000000;
        cos =16'd30000;
    end else if (status != last_status ) begin
        sin =16'b0000000000000000;
        cos =16'd30000;
    end else begin
        last_sin = sin;
        last_cos = cos;
        sin = last_sin + (last_cos>>>6);
        cos = last_cos - (sin>>>6);
    end
end
always @(posedge clk) begin
    if(rst == 1)begin
        counter = 8'b00000000;
    end else begin
        if(status != last_status)
            counter = 8'b00000000;
        else
            counter = counter + 1;
    end
end
always @(posedge clk) begin
    if (status != last_status ) begin
        last_status = status;
    end
    case (status)
        3'b000: begin
                    if(counter[0]) begin
            	          if(counter[7] == 0)
                           res = counter;
                        else
                            res = 255 - counter; 
                    end
                    else begin
                        if(counter[7] == 0)
                            res = -counter;
                        else
                            res = -(255 - counter);
                    end
                end
        3'b001: begin
                  res = sin[15:8] + 127;
                end
        3'b010: 
                if (counter[7] == 0)
                    res = 255;
                else
                    res = 0;
        3'b011: 
                if (counter[7] == 0)
                    res = counter;
                else
                    res = 255 - counter;
        3'b100: 
                res = counter;
        3'b101: begin
                    if(sin[15]==0)
                        res = 127 + sin[15:8];
                    else
                        res = 127 - sin[15:8];
                end
        3'b110: begin
                    if(counter[0]) begin
                        res = 127 + sin[15:8];
                    end else
                        res = 127 - sin[15:8];
                end
    endcase
end
endmodule
==> /design/flow/run.sh <==
#!/bin/bash
# OpenROAD 26Q1-2900-gdf79404cd8, Yosys 0.63+post, stock flow scripts
make -C /OpenROAD-flow-scripts/flow DESIGN_CONFIG=/design/flow/config.mk WORK_HOME=/design/flow/orfs finish
==> /design/flow/config.mk <==
export PLATFORM = sky130hd
export DESIGN_NAME = functionGenerator
export DESIGN_NICKNAME = functionGenerator
export VERILOG_FILES = /design/flow/design.v
export SDC_FILE = /design/flow/constraint.sdc
export NUM_CORES = 4
export LEC_CHECK = 1
export CORE_UTILIZATION = 50
==> /design/flow/constraint.sdc <==
current_design functionGenerator

set clk_period 11.2
set clk_io_pct 0.2

create_clock -name clk0 -period $clk_period [get_ports {clk}]

set non_clock_inputs [all_inputs -no_clocks]
set_input_delay [expr $clk_period * $clk_io_pct] -clock clk0 $non_clock_inputs
set_output_delay [expr $clk_period * $clk_io_pct] -clock clk0 [all_outputs]
==> run summary <==
outcome = completed
Rows = 31
WL/cell = 15.3 um
layout filler cell count = 687
post-synth area from yosys stat = 3920 um^2
YS warnings = 1
relative slew slack = 0.482
layout cell share with drive strength beyond 1 = 0.0614
synthesized area = 3920 um^2
R2R Setup Slk = 6430 ps
Die Size = 8190 um^2
Hold Path End = cos[12]
worst reg-to-reg path cell count = 16
Cell area leaders = dfrtp_1, ha_1, edfxtp_1
TritonCTS clock tree = done
Placed Area = 4080 um^2
final setup fails = 0
Setup crit start kind = flop
CP arrival = 4990 ps
final antenna diode count = 0
main flop type = dfrtp_1
Mean Syn Cell Area = 8.35 um^2
HPWL Detailed = 6.57 mm
hold_sp = cos[12]
FF-to-FF Start = cos[6]
final std cells w/o fill = 571
unrepaired setup endpoints after global routing = false
die width = 90.5 um
# Cells Yosys = 469
Tot GR Track Use = 0.229
CP Class = flop to flop
ys async rst share = 0.627
DRC errors left = 0
Worst-path clk slew = 90 ps
worst hold stages = 2
vias in the first global route = 2864
ys flops = 51
Placed Cells incl. Taps = 563
DR vias = 3295
register share after synthesis = 0.332
Netlist cell types = 62
GRT Residual Overflow = 0
area leader, netlist = dfrtp_1
H-tree levels = 2
deepest clock path buffer count = 2
CP Max Fanout = 7
Slew Viols, Final = 0
TritonRoute pass-1 iters = 5
number of enable flip-flop cells = 11
most numerous cell in the Yosys netlist = nor2_1
die extent in y = 90.5 um
clock sink count = 51
Max VDD drop = 82.6 uV
most frequent cells after synthesis = nor2_1, nand2_1, o21ai_0
Worst R2R End = cos[15]
count of tool warnings = 26
Final Cell Area = 4190 um^2
Pwr Density = 103 nW/um^2
Post-Route Skew = 7.68 ps
number of port buffers = 12
Fin. Hold Viols = 0
area delta synth->final = 6.90%
Leak = 1.75 nW
initial antenna violation count = 0
largest net degree at the start of global routing = 35
io pins = 13
Final TNS setup = 0 ps
routed vias/inst = 5.77
CTS hold repair buffers = 0
Period minus WS final = 4770 ps
max_cap viols = 0
Area leader share = 0.160
Max Fclk = 210 MHz
Latency at later pin = 310 ps
final estimated routing congestion in global placement = 0.923
cycle use final = 0.426
Mapped Cells = 469
type of element capturing the critical path = flop
# resized after CTS = 0
worst path required time = 11420 ps
post-route ant nets = 0
final WL = 8.73 mm
Root Driver = clkbuf_8
total setup buffers inserted after CTS = 0
first-iteration detailed-routing DRC count = 220
first-pass GRT wire length = 14.6 mm
Initial Util = 0.528
core region area = 7410 um^2
Final Power = 432 uW
Inserted Clock Buffers = 5
actual slew at the worst max-slew pin = 775 ps
HP Class = flop to flop
[cells by family (layout without fill, tap and decap cells)]
kind of cell             count (synthesis)  in the layout  synth area share
AND-OR/OR-AND                          126            126             0.207
XOR/XNOR                                32             32            0.0716
buffers and inverters                   46             49            0.0486
adder cells (fa/ha/maj)                 30             30            0.0997
flip-flops                              51             51             0.332
multiplexers                             7              7            0.0179
AND/OR/NAND/NOR                        177            177             0.223
[cells in the final DEF, fill, tap and decap left out, types with 6 or more instances in the layout]
master            n
and3_1            6
nand3_1          14
xor2_1           11
dfstp_2           7
clkbuf_8          7
mux2i_1           7
o21ai_0          34
o211ai_1          6
or3_1             6
nor2_1           55
edfxtp_1         11
clkdlybuf4s50_1  12
and2_1            6
nand2b_1         11
nor2b_1           7
xnor2_1          21
inv_1            26
nand2_1          36
dfxtp_1           8
dfrtp_1          25
ha_1             28
a21oi_1          31
a211oi_1          9
nor3_1           15
[layout make-up]
type                    instances  area [um^2]  area share
well taps                      99          124      0.0296
flip-flops and latches         51         1300       0.311
repair buffers                 13          128      0.0305
multi-input cells             372         2420       0.579
clock inverters                 1         7.51     0.00179
inverters                      28          105      0.0251
clock buffers                   7         96.3      0.0230
[critical path: stages (launching register included)]
cell and delay (ps):
dfrtp_1 390, ha_1 200, inv_1 60, fa_1 370, nor2b_1 150, o21ai_0 130, a21boi_0 540, o2111ai_1 250
nand3_1 140, a21oi_1 80, or2_2 320, ha_1 340, a21oi_1 440, a21boi_1 610, and2b_2 300, a22oi_2 130
mux2i_1 230
[report_power, final]
part / switching, mW / internal [mW]
registers: 0.00599 / 0.202
logic: 0.0594 / 0.0461
clock network: 0.0626 / 0.0563
total: 0.128 / 0.304
[state kept, by name, indices dropped and copies added (netlist names)]
signal       cells
cos             16
sin             16
counter          8
res              8
last_status      3
[worst max path at each step]
stage | startpoint | to | cells after the start | slack, ps
after CTS | cos[6] | cos[15] | 16 | 6510
after global routing | cos[6] | cos[15] | 16 | 6040
final | cos[6] | cos[15] | 16 | 6430
[per-layer routing]
layer	track usage	wire length, um	up-vias
li1	-	-	1683
met1	0.439	4870	1511
met2	0.288	3360	89
met3	0.0282	420	12
met4	0.0161	78	0
met5	0	0	-
[per-stage QoR]
step	utilization	hold slack, ps	setup slack [ps]
2_1_floorplan	-	527	7370
3_3_place_gp	0.551	560	6370
3_5_place_dp	0.551	564	6280
4_1_cts	0.565	579	6510
5_1_grt	0.565	611	6040
6_report	0.565	578	6430
Power is estimated from default activity; no workload was simulated.
